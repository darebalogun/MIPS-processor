**./design.v**
```verilog
`timescale 1ns / 1ps
module alu32(
    input [31:0] op1,	
    input [31:0] op2,
    input [2:0] control,
    output reg [31:0] result,
    output zero);
initial
    result = 32'd0;
assign zero = (result == 32'd0) ? 1'b1: 1'b0;
always @(*)
    begin
        case(control)
            6'b000:  
                result = op1 + op2;
            6'b001:  
                result = op1 - op2;
            6'b010:  
                result = op1 << op2;
            6'b011:  
                result = op1 & op2;
            6'b100:  
                result = op1 | op2;
            6'b101:  
                result = op1 ^ op2;
            6'b110:  
                result = ~(op1 | op2);
            default:  
                result = op1;
            endcase
    end
endmodule
```
**./run.sh**
```bash
#!/bin/bash
# OpenROAD 26Q1-2900-gdf79404cd8, Yosys 0.63+post, stock flow scripts
make -C /OpenROAD-flow-scripts/flow DESIGN_CONFIG=/design/flow/config.mk WORK_HOME=/design/flow/orfs finish
```
**./config.mk**
```make
export PLATFORM = sky130hd
export DESIGN_NAME = alu32
export DESIGN_NICKNAME = alu32
export VERILOG_FILES = /design/flow/design.v
export SDC_FILE = /design/flow/constraint.sdc
export NUM_CORES = 4
export LEC_CHECK = 1
export CORE_UTILIZATION = 40
```
**./constraint.sdc**
```tcl
current_design alu32

set clk_period 16.9
set clk_io_pct 0.2

create_clock -name clk0 -period $clk_period

set non_clock_inputs [all_inputs -no_clocks]
set_input_delay [expr $clk_period * $clk_io_pct] -clock clk0 $non_clock_inputs
set_output_delay [expr $clk_period * $clk_io_pct] -clock clk0 [all_outputs]
```
==> results.yml <==
# synthesis and place-and-route metrics
outcome:
  outcome: "complete, no violations"
layout:
  filler_cell_count: 1732
  share_of_layout_cells_above_drive_strength_1_pct: 5.82
  final-comb-area_um2: 6370
  layout.cells.most_common: "nand2_1"
  clock_buffer_count: 0
  finish.utilization_pct: 47.7
  design.seq.count: 0
  post_layout_inst_area_um2: 7990
  layout-area-overhead-vs-synth_pct: 15.3
  most_frequent_cells_in_the_layout: "nand2_1 (152), o21ai_0 (110), ha_1 (96)"
  area.sequential_um2: 0
grt:
  first_global_vias: 7360
  first_pass_grt_wire_length_um: 43400
  grtUsageTotal_pct: 32.2
  grt_antenna_before_repair: 0
  gr-total-overflow: 0
  grt_max_degree: 67
synthesis:
  synthesized_area_um2: 6930
  synth.cellmix.xorXnorShare_pct: 5.94
  synth.avg_cell_area_um2: 6.69
  yosys-stat-cells: 1036
  synth_seq_share_pct: 0
  syn_inst: 1036
  simple_gate_share_pct: 23.2
  ys_sh_mux_pct: 14.7
  ys_types: 75
  synth.yosys.warnings: 1
  synthAdderAreaFrac_pct: 17.6
  synthTopLogicFamily: "AND-OR/OR-AND gates"
  yosys.area_share.aoi_pct: 30.5
  yosys-stat-area_um2: 6930
drt:
  detail_route.wirelength_um: 28400
  drt.antenna.violating_nets: 0
  wl_per_instance_um: 21.8
  per_cell_via_count_in_the_routed_design: 6.26
  iter_0_drt_violations: 925
  route.vias.total: 8155
  drt_first_pass_iters: 6
  antenna_cells_inserted: 0
  post-route-drc-count: 0
power_and_ir_drop:
  vdd.ir_drop.worst_mv: 0.0168
  powerDensity_nw_per_um2: 37.4
  total_leakage_power_nw: 3.38
worst_setup_path:
  critical_path.startpoint: "op2[0]"
  critical_path_peak_fanout: 39
  startpoint_type: "input pin"
  timing.critical_path.arrival_ns: 9.70
  crit_required_ns: 13.52
  endpoint_kind: "output port"
  worstSetupEndpoint: "zero"
  setup.worst_path.class: "input pin to output port"
floorplanning:
  fp.dieW_um: 134
  die_height_um: 134
  core_util_floorplan_pct: 41.4
  num_rows: 47
  chip_area_um2: 17900
  core-area_um2: 16800
  top_level_ports: 100
placement:
  port_buffers: 100
  hpwl_um: 21600
  gp_routability_congestion: 0.985
  postPlaceCellArea_um2: 7990
timing:
  timing.hold.ws_ns: 7.58
  max_slew_margin_pct: 37.2
  post_route_clock_period_utilization_pct: 77.4
  max_slew.worst_pin.slew_ns: 0.933
  finalSetupViolCount: 0
  final_hold_viol_count: 0
  final-max-slew-violation-count: 0
  tns_ns: 0
  timing.fmax_ghz: 0.0764
  final_min_period_ns: 13.08
  setup_repair_after_global_routing_missed_its_margin: "false"
clocking:
  holdBufCountCts: 0
  cts-resized-gates: 0
  cts_setup_buffers: 0
min_path:
  hold_path.class: "input pin to output port"
job:
  maxCapViolations: 0
  warning_count: 65
## how the worst min path moves through the flow
stage               from  slack [ns]  cells after the start   endpoint
CTS           control[1]        7.59                      5  result[1]
global route  control[1]        7.63                      5  result[1]
finish        control[1]        7.58                      5  result[1]
## power breakdown
| part | switching [mW] | leakage [nW] | internal (mW) |
|---|---|---|---|
| Clock | 0 | 0 | 0 |
| Combinational | 0.169 | 3.38 | 0.130 |
| Sequential | 0 | 0 | 0 |
| Total | 0.169 | 3.38 | 0.130 |
## through the flow
stage / worst slack, ns / instances / power [mW]
after floorplan: 5.68 / 1036 / 0.184
after global placement: 4.06 / 1302 / 0.293
after detailed placement: 4.10 / 1302 / 0.290
after CTS: 4.06 / 1302 / 0.293
after global routing: 3.58 / 1302 / 0.324
final: 3.82 / 1302 / 0.299
## layer usage
metal  part of all wire [%]  GRT usage [%]  vias to the layer above
met5                      0              0                        -
met1                     45           48.8                     3774
met3                     11           7.61                       43
met4                    2.2           6.25                        0
li1                       -              -                     3896
met2                     42           46.7                      442
## cell families after synthesis
logic type                 count (synthesis)
AOI/OAI and AO/OA                        329
xor gates and xnor gates                  47
adders and majority gates                 97
buffers and inverters                    140
muxes                                     67
and+or+nand+nor                          356
## critical path, stage by stage
cell,delay (ns)
buf_2,0.08
buf_4,0.40
clkinv_1,0.66
ha_1,0.50
a21o_1,0.21
fa_1,0.44
nand2b_1,0.20
a211oi_1,0.50
o21ai_0,0.38
a21oi_1,0.31
mux2i_1,0.33
a31oi_1,0.15
nor4b_1,0.51
o2111ai_1,0.19
nor4_1,0.46
nand4_1,0.25
nor4_2,0.20
clkdlybuf4s50_1,0.49
## Yosys cell counts (5+ instances only)
library cell,number,share of area (%)
a211oi_1,14,1.5
a21o_1,6,0.65
a21oi_1,56,4.0
a221oi_1,6,0.76
a222oi_1,5,0.72
a22o_1,10,1.3
a22oi_1,10,1.1
a31oi_1,20,1.8
and2_1,11,0.99
and3_1,7,0.63
buf_2,10,0.72
clkbuf_1,49,2.7
ha_1,96,17
inv_1,70,3.8
mux2_2,9,1.5
mux2i_1,31,4.5
mux4_2,24,7.8
nand2_1,152,8.2
nand2b_1,6,0.54
nand3_1,21,1.5
nand4_1,6,0.54
nor2_1,93,5.0
nor2b_1,10,0.90
nor3_1,17,1.2
nor4_1,8,0.72
o211ai_1,9,0.97
o21a_1,9,0.97
o21ai_0,110,7.9
o21bai_1,5,0.54
o22a_1,5,0.63
o22ai_1,14,1.3
o31ai_1,6,0.65
o41ai_1,5,0.63
xnor2_1,41,5.2
xor2_1,6,0.76
## cell type report
cell class,count,share of cell area (%)
Inverter,73,3.43
Multi-Input combinational cell,896,79.7
Tap cell,220,3.44
Timing Repair Buffer,113,13.4
No activity file was given, so power comes from the tool's default toggle rates.
