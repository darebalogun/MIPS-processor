==> flow/design.v <==
`timescale 1ns / 1ps
module register_file(
    input clk,
    input [4:0] reg1_address,
    input [4:0] reg2_address,
    input [4:0] regw_address, 
    input [31:0] write_data,
    output [31:0] read_data1,
    output [31:0] read_data2,
    input write);
reg [31:0] registers[31:0];
integer i;
initial 
   for (i = 0; i < 32; i = i + 1)
   begin
       registers[i] = 32'b0;
   end
assign read_data1 = registers[reg1_address]; 
assign read_data2 = registers[reg2_address]; 
always@(negedge clk)
begin
    if(write)
    begin
        registers[regw_address] <= write_data;
    end
end	
endmodule
==> flow/run.sh <==
#!/bin/bash
# OpenROAD 26Q1-2900-gdf79404cd8, Yosys 0.63+post, stock flow scripts
make -C /OpenROAD-flow-scripts/flow DESIGN_CONFIG=/design/flow/config.mk WORK_HOME=/design/flow/orfs finish
==> flow/config.mk <==
export PLATFORM = sky130hd
export DESIGN_NAME = register_file
export DESIGN_NICKNAME = register_file
export VERILOG_FILES = /design/flow/design.v
export SDC_FILE = /design/flow/constraint.sdc
export NUM_CORES = 4
export LEC_CHECK = 1
export CORE_UTILIZATION = 50
==> flow/constraint.sdc <==
current_design register_file

set clk_period 11.4
set clk_io_pct 0.2

create_clock -name clk0 -period $clk_period [get_ports {clk}]

set non_clock_inputs [all_inputs -no_clocks]
set_input_delay [expr $clk_period * $clk_io_pct] -clock clk0 $non_clock_inputs
set_output_delay [expr $clk_period * $clk_io_pct] -clock clk0 [all_outputs]
==> results.cfg <==
; yosys + openroad results
[clock_tree]
htree_levels = 3
cts_buffers = 116
clock_sinks = 1024
clk_pin_slew_ns = 0.03
cts_buffer_depth = 3
cts_tree = done
cts_root_buf = clkbuf_16
postCtsSetupBuffers = 0
cts_resized = 0
cts_hold_buf = 0

[finish]
finalInstanceArea_mm2 = 0.05914
areaGrowthSynthToFinish_pct = 21.28
layout-drive-gt1-share_pct = 7.761
instances_no_fill = 5889
reg_top3 = registers: 1024 flops
final_util_pct = 61.16
largest_register_ffs = 1024
top_register = registers

[sta]
fin_hold_ws_ns = 5.848
tns_ns = 0
finalHoldViolCount = 0
drv_slew = 0
finalSetupViolCount = 0
rsz0062_at_grt = no
relSlewSlack_pct = 24.63
worst_pin_slew_ns = 1.122

[yosys]
yosys_warnings = 1
synth_flops = 1024
simple_gate_area_share_pct = 4.716
yosys.area.top_type = edfxtp_1
area_leaders = edfxtp_1 (63%), mux2i_1 (21%), a22oi_1 (3.0%)
synth.distinct_cells = 24
ys_cells = 3387
edf_count = 1024
aoi_share_pct = 8.046
async_reset_ff_share_pct = 0
topCombFamilyByArea = multiplexers
ys_sh_mux_pct = 21.02
ys_area_mm2 = 0.04876
netlist_instances = 3387
postSynthAreaPerCell_um2 = 14.40
yosys-top-cells-count = edfxtp_1 (1024), mux2i_1 (1024), nand2_1 (195)
ys_seq_share_pct = 63.06
syn-cell-area_mm2 = 0.04876
ys_sh_xor_pct = 0
ys.flop_type = edfxtp_1
synthAdderAreaFrac_pct = 0
synth.top_cell.area_share_pct = 63.06

[power]
p_leak_nw = 25.87
vdd_drop_max_mv = 0.1394
power_density_mw_per_mm2 = 169.7

[worst_setup_path]
startpoint_type = flop
path_max_fanout = 2
critical_path_required_ns = 9.12
end_kind = primary output
criticalPathCategory = reg -> out
arrival_ns = 8.68

[detailed_routing]
drtIter0Drc = 2496
vias = 34750
antenna-diode-count = 0
ant_nets = 0
wl_per_cell_um = 25.92
drc = 0
drt-total-wl_um = 152700
post_drt_via_cell_ratio = 5.900
drt_pass1_iterations = 6

[global_route]
grt_util_all_layers_pct = 34.07
grt_start_max_net_pins = 91
use_met1_pct = 42.86
grt_first_pass_wirelength_um = 223300
grt_overflow = 0
first_global_vias = 38320
use_met2_pct = 46.74
top_usage_layer = met2
antenna_found_initial = 3
grt_util_met3_pct = 23.53

[die]
core_util_floorplan_pct = 50.42
rows = 114
core_area_mm2 = 0.09671
chip_area_mm2 = 0.09878
die_h_um = 314.3
io_pins = 113
die_w_um = 314.3

[placement]
portBuffers = 112
placed_cells = 4653
hpwl_um = 87610
placed_area_mm2 = 0.05156
globalplace.congestion = 0.9730

[job]
tool_warnings = 1027
maxCapViolCount = 0

[worst_hold_path]
hp-class = in -> out

[run_status]
status = finished, final reports clean
[worst paths after layout]
path,startpoint,to,slack (ns),cells past startpoint
min,reg2_address[1],read_data2[17],5.85,6
max,registers[0][15],read_data1[15],0.44,6
[stage by stage]
stage                     setup slack [ns]  power [mW]
after global placement              0.9405       5.596
final                               0.4445       10.04
after global routing                0.2664       10.65
after CTS                           0.5070       10.18
after floorplan                     0.9859       5.247
after detailed placement            0.9630       5.605
[logic make-up after synthesis]
family / count (synthesis)
and+or+nand+nor: 509
buffers and inverters: 254
muxes: 1024
AOI/OAI and AO/OA: 576
DFF: 1024
[cell type report]
type | count | area (µm²)
clock inverter | 1119 | 4637
multi-input combinational | 2109 | 16780
tap | 1276 | 1597
clock buffer | 118 | 2953
fill | 6923 | 37570
timing repair buffer | 243 | 2427
sequential | 1024 | 30750
[layout by cell type (no fill, tap or decap), types with 2 or more instances in the layout]
cell type           n
mux2i_1          1024
edfxtp_1         1024
clkbuf_16         118
inv_4               3
nand2_1           193
clkinvlp_2         35
or3b_2              3
a22oi_1           192
nor2b_4             4
nor2_4             34
a21oi_1           192
nand3_1           194
nand3b_1            5
clkdlybuf4s50_1   110
inv_6               3
or2_2               2
buf_4             106
a31oi_1            64
nand2_2             2
and2_4              2
nor3_1             64
bufinv_16          13
buf_8               2
buf_12             25
nand2b_2            4
inv_1            1063
a22o_1            128
[layer usage]
metal  wire length [µm]  share of wire, %
met5                136             0.089
met2              70200                46
met3              21770                14
met4               5840               3.8
met1              54710                36
[power breakdown]
part / switching, mW / internal, mW
clock network: 2.37 / 2.63
logic: 0.505 / 0.291
registers: 0.0190 / 4.23
[worst max-delay path: stages, from the launching register on]
cell and delay (ns):
edfxtp_1 0.33, mux2i_1 0.07, a22o_1 0.26, nor3_1 0.89, a31oi_1 0.11, nand3_1 0.14, clkdlybuf4s50_1 0.47
Power figures rest on the tool's default switching activity, not on a simulated workload.
